$ cat ./design.v
`timescale 1ns / 1ps
module Sqrt_fixp
    #(
      parameter  m = 37 ,   
      parameter  n = 27)
    (
            input   clk,
            input   rst_n,
            input   [m-1:0] x,
            input   [m-1:0] y,
            output reg [m-1:0] c
    );
    reg signed  [m-1:0]      x0=0,y0=0;
    reg signed  [m-1:0]      x1=0,y1=0;
    reg signed  [m-1:0]      x2=0,y2=0;
    reg signed  [m-1:0]      x3=0,y3=0;
    reg signed  [m-1:0]      x4=0,y4=0;
    reg signed  [m-1:0]      x5=0,y5=0;
    reg signed  [m-1:0]      x6=0,y6=0;
    reg signed  [m-1:0]      x7=0,y7=0;
    reg signed  [m-1:0]      x8=0,y8=0;
    reg signed  [m-1:0]      x9=0,y9=0;
    reg signed  [m-1:0]      x10=0,y10=0;
    reg signed  [m-1:0]      x11=0,y11=0;
    reg signed  [m-1:0]      x12=0,y12=0;
    reg signed  [m-1:0]      x13=0,y13=0;
    reg signed  [m-1:0]      x14=0,y14=0;
    reg signed  [m-1:0]      x15=0;
    always @ (posedge clk or negedge rst_n)
    begin
        if( !rst_n )  begin
            x0 <= 1'b0;                         
            y0 <= 1'b0;
        end
        else  begin  
            x0 <= x[m-1]? ~(x-1):x;     
            y0 <= y;                 
        end
    end
    always @ (posedge clk or negedge rst_n)
    begin
        if( !rst_n )  begin
            x1 <= 1'b0;                         
            y1 <= 1'b0;      
            x2 <= 1'b0;                         
            y2 <= 1'b0;      
            x3 <= 1'b0;                         
            y3 <= 1'b0;      
            x4 <= 1'b0;                         
            y4 <= 1'b0;      
            x5 <= 1'b0;                         
            y5 <= 1'b0;      
            x6 <= 1'b0;                         
            y6 <= 1'b0;      
            x7 <= 1'b0;                         
            y7 <= 1'b0;      
            x8 <= 1'b0;                         
            y8 <= 1'b0;      
            x9 <= 1'b0;                         
            y9 <= 1'b0;      
            x10 <= 1'b0;                         
            y10 <= 1'b0;     
            x11 <= 1'b0;                         
            y11 <= 1'b0;     
            x12 <= 1'b0;                         
            y12 <= 1'b0;     
            x13 <= 1'b0;                         
            y13 <= 1'b0;     
            x14 <= 1'b0;                         
            y14 <= 1'b0;     
            x15 <= 1'b0;      
        end
        else begin
        x1 <= y0[m-1]? x0 - y0:x0 + y0;  
        y1 <= y0[m-1]? y0 + x0:y0 - x0;  
        x2 <= y1[m-1]? x1 - (y1>>>1):x1 + (y1>>>1); 
        y2 <= y1[m-1]? y1 + (x1>>>1):y1 - (x1>>>1); 
       		x3 <= y2[m-1]? x2 - (y2>>>2):x2 + (y2>>>2); 
        y3 <= y2[m-1]? y2 + (x2>>>2):y2 - (x2>>>2); 
        x4 <= y3[m-1]? x3 - (y3>>>3):x3 + (y3>>>3); 
        y4 <= y3[m-1]? y3 + (x3>>>3):y3 - (x3>>>3); 
        x5 <= y4[m-1]? x4 - (y4>>>4):x4 + (y4>>>4); 
        y5 <= y4[m-1]? y4 + (x4>>>4):y4 - (x4>>>4);
        x6 <= y5[m-1]? x5 - (y5>>>5):x5 + (y5>>>5); 
        y6 <= y5[m-1]? y5 + (x5>>>5):y5 - (x5>>>5);
        x7 <= y6[m-1]? x6 - (y6>>>6):x6 + (y6>>>6); 
        y7 <= y6[m-1]? y6 + (x6>>>6):y6 - (x6>>>6); 
        x8 <= y7[m-1]? x7 - (y7>>>7):x7 + (y7>>>7); 
        y8 <= y7[m-1]? y7 + (x7>>>7):y7 - (x7>>>7); 
        x9 <= y8[m-1]? x8 - (y8>>>8):x8 + (y8>>>8); 
        y9 <= y8[m-1]? y8 + (x8>>>8):y8 - (x8>>>8); 
        x10 <= y9[m-1]? x9 - (y9>>>9):x9 + (y9>>>9); 
        y10 <= y9[m-1]? y9 + (x9>>>9):y9 - (x9>>>9);
        x11 <= y10[m-1]? x10 - (y10>>>10):x10 + (y10>>>10); 
        y11 <= y10[m-1]? y10 + (x10>>>10):y10 - (x10>>>10); 
        x12 <= y11[m-1]? x11 - (y11>>>11):x11 + (y11>>>11); 
        y12 <= y11[m-1]? y11 + (x11>>>11):y11 - (x11>>>11); 
        x13 <= y12[m-1]? x12 - (y12>>>12):x12 + (y12>>>12); 
        y13 <= y12[m-1]? y12 + (x12>>>12):y12 - (x12>>>12); 
        x14 <= y13[m-1]? x13 - (y13>>>13):x13 + (y13>>>13); 
        y14 <= y13[m-1]? y13 + (x13>>>13):y13 - (x13>>>13);   
        x15 <= y14[m-1]? x14 - (y14>>>14):x14 + (y14>>>14); 
        end
    end
    always @(posedge clk or negedge rst_n) begin
        if (!rst_n)
            c<= 0;
        else
        begin
            c <= (x15>>>1) + (x15>>>4) + (x15>>>5) + (x15>>>7) + (x15>>>8) + (x15>>>10) 
             +(x15>>>11) + (x15>>>12) + (x15>>>14) + (x15>>>17) + (x15>>>18) + (x15>>>19) 
             + (x15>>>21) + (x15>>>22) + (x15>>>24) + (x15>>>25) + (x15>>>27);
        end
    end
endmodule
$ cat ./run.sh
#!/bin/bash
# OpenROAD 26Q1-2900-gdf79404cd8, Yosys 0.63+post, stock flow scripts
make -C /OpenROAD-flow-scripts/flow DESIGN_CONFIG=/design/flow/config.mk WORK_HOME=/design/flow/orfs finish
$ cat ./config.mk
export PLATFORM = sky130hd
export DESIGN_NAME = Sqrt_fixp
export DESIGN_NICKNAME = Sqrt_fixp
export VERILOG_FILES = /design/flow/design.v
export SDC_FILE = /design/flow/constraint.sdc
export NUM_CORES = 4
export LEC_CHECK = 1
export CORE_UTILIZATION = 40
$ cat ./constraint.sdc
current_design Sqrt_fixp

set clk_period 15.6
set clk_io_pct 0.2

create_clock -name clk0 -period $clk_period [get_ports {clk}]

set non_clock_inputs [all_inputs -no_clocks]
set_input_delay [expr $clk_period * $clk_io_pct] -clock clk0 $non_clock_inputs
set_output_delay [expr $clk_period * $clk_io_pct] -clock clk0 [all_outputs]
==> ci_impl_report.md <==
### Yosys + OpenROAD results

| Metric | Value |
|---|---|
| Post-synth EDFFs | `0` |
| Clock Skew | `0.0575 ns` |
| Num CTS Buffers | `149` |
| Wire length on met3 | `19400 um` |
| CTS tree | `built` |
| Buf/Inv on CP | `4` |
| Clock sinks | `1168` |
| GRT Overall Usage | `23.3%` |
| Top cells by area, synth | `dfrtp_1, ha_1, xnor2_1, a21oi_1, fa_1` |
| Final Wtd Congestion | `0.993` |
| Yosys Instances | `12332` |
| Synth top area share | `27.1%` |
| YS warnings | `1` |
| Post-route clock period utilization | `51.9%` |
| Synth-to-layout area growth | `9.39%` |
| Detailed-route wire length per cell | `19.2 um` |
| Port Buffer Count | `112` |
| Yosys chip area | `108000 um^2` |
| H-tree levels | `4` |
| DRT Pass-1 Iters | `6` |
| Pin count of the biggest net entering global routing | `130` |
| Clock Pin Slew Worst Setup and Hold Paths | `0.05 ns` |
| Fmax | `0.124 GHz` |
| Site row count | `190` |
| CP top delay family | `adder cells` |
| Clock Path Buffers | `4` |
| Hold Startpoint | `y10[0]$_DFF_PN0_` |
| Yosys top cell by instances | `a21oi_1` |
| Setup CP Type | `flop to flop` |
| Synth cell types | `83` |
| Fp util | `40.3%` |
| Most common reg cell | `dfrtp_1` |
| Flops out of synthesis | `1168` |
| Seq/Total Area, Yosys | `27.1%` |
| Cells after synthesis | `12332` |
| Post-DP HPWL | `256000 um` |
| Reg2reg start | `x15[25]$_DFF_PN0_` |
| Setup-failing EPs final | `0` |
| CP Data Arrival Time | `8.76 ns` |
| # fillers | `26078` |
| Skew-Pair Late Insertion Delay | `0.82 ns` |
| Vias in the first global route | `84711` |
| CTS Root Buffer Type | `clkbuf_16` |
| Met2 routed WL | `143000 um` |
| Final hold viol count | `0` |
| Core area | `268000 um^2` |
| Die Ht | `521 um` |
| Top cell type by total area after synthesis | `dfrtp_1` |
| FFs w/ async S/R, synth | `100%` |
| WHS Endpoint | `y11[0]$_DFF_PN0_` |
| Share of layout cells above drive strength 1 | `3.49%` |
| Worst R2R Setup Slack | `7.51 ns` |
| Slowest-stage cell, CP | `o41ai_1` |
| CTS Hold Bufs | `0` |
| Max Cap Viol | `0` |
| Resized cells post-CTS | `0` |
| Total die size | `272000 um^2` |
| Vias | `87879` |
| Critical path peak fanout | `6` |
| CP required | `16.26 ns` |
| CP cell instances | `inv_1 > fa_1 > inv_1 > fa_1 > fa_1 > inv_1 > fa_1 > fa_1 > fa_1 > inv_1 > ha_1 > fa_1 > a21o_1 > a21oi_1 > o21a_1 > or4_1 > a21oi_1 > o221a_2 > o41ai_1 > o21ai_0 > a41o_1 > a21oi_1 > xnor2_1` |
| DR iter-0 viols | `5994` |
| DRC Markers | `0` |
| Worst-Margin Slew | `1.12 ns` |
| Placed cell areas | `113000 um^2` |
| Antenna viol nets, final | `0` |
| Vias per cell | `5.46` |
| Total Neg Setup Slack | `0 ns` |
| Synth Cell Area | `108000 um^2` |
| Worst reg2reg endpoint | `c[36]$_DFF_PN0_` |
| First-pass GRT wire length | `485000 um` |
| FF-to-FF path depth | `23` |
| Worst slack, placed | `7.69 ns` |
| Final worst slack | `7.51 ns` |
| Post-layout minimum cycle time | `8.09 ns` |
| Crit start category | `flop` |
| WL final | `308000 um` |
| Status | `completed` |
| Antenna violations before repair | `9` |
| Hold path depth | `1` |
| Grt ovf | `0` |
| RSZ-0062 raised after global routing | `false` |
| Hold Path Class | `flop to flop` |
| Setup bufs post-CTS | `0` |
| Synth Area per Inst | `8.75 um^2` |
| Num ports | `113` |
| Die width | `521 um` |
| Non-Filler Cell Area, Final | `118000 um^2` |
| Tool warnings | `105` |
| Top Metal Used | `met5` |
| CP most frequent cell | `fa_1` |
| Worst Hold Slack | `0.473 ns` |
| Post-synth top cells | `a21oi_1, nor2_1, ha_1` |
| Final Util | `44.0%` |
| CP endpoint kind | `flop` |
| CP max stage delay | `0.75 ns` |
| Slew Limit Fails | `0` |
| Slew HR | `24.9%` |
| M1 WL | `137000 um` |
[layer usage]
layer  vias up  global-route usage, %
li1      43751                      -
met1     41616                   33.0
met2      2087                   37.1
met3       423                   4.77
met4         2                   5.56
met5         -                  0.140
[per-stage QoR]
step | std cells
2_1_floorplan | 12332
3_3_place_gp | 15837
3_5_place_dp | 15837
4_1_cts | 16091
5_1_grt | 16100
6_report | 16100
[cells by family (layout without fill, tap and decap cells)]
group                      count (synthesis)  count (layout)  share of synthesized area, %
AOI/OAI and AO/OA                       3434            3434                          19.9
and+or+nand+nor                         3367            3367                          15.0
xor gates and xnor gates                1748            1748                          14.2
adders and majority gates               1516            1516                          19.7
DFF                                     1168            1168                          27.1
buffers and inverters                   1046            1253                          3.65
muxes                                     53              53                         0.525
other                                      0               9                             0
[cell type report]
type	instances	area (um^2)	area share [%]
multi-input combinational	10118	74800	63.3
sequential	1168	29200	24.8
tap	3552	4440	3.76
clock buffer	191	4150	3.51
inverter	824	3090	2.62
timing repair buffer	175	1620	1.37
clock inverter	63	742	0.628
antenna	9	22.5	0.0191
[placed cells by master (no fill, tap or decap), types with 35 or more instances in the layout]
cell type           n
and2_1             86
o21bai_1          150
and3_1            120
nand3_1           163
ha_1             1215
fa_1              301
nor2b_1           166
nor3_1            321
o211ai_1           47
dfrtp_1          1159
or4_1              53
clkbuf_16         151
buf_4              62
nor3b_1            35
or3_1              52
nand2_1           628
a21oi_1          1319
o41ai_1            51
o21a_1            124
a21o_1            577
a31oi_1           163
o21ai_0           521
xnor2_1          1157
xor2_1            591
a211oi_1           73
inv_1             819
nand4_1            81
nand2b_1          180
nor2_1           1217
clkdlybuf4s50_1   111
nor4_1            150
o31ai_1            58
[how the worst max path moves through the flow]
stage / startpoint / to / slack [ns] / cells after the start
final: x15[25]$_DFF_PN0_ / c[36]$_DFF_PN0_ / 7.51 / 23
after global routing: x15[22]$_DFF_PN0_ / c[36]$_DFF_PN0_ / 7.21 / 23
after CTS: x15[25]$_DFF_PN0_ / c[36]$_DFF_PN0_ / 7.68 / 23
